==> design/flow/design.v <==
module comparator_2bit(agb, alb, aeb, a, b);
output reg agb, aeb, alb;
input [1:0] a,b;
integer out;
always @(a or b) begin
alb = a<b?1:0;
agb = a>b?1:0;
aeb = a==b?1:0;
end
endmodule
module comparator_4bit(agb, alb, aeb, a, b);
output agb, alb, aeb;
input [3:0] a, b;
wire agb1, alb1, aeb1, agb2, alb2, aeb2;
comparator_2bit comp1(agb1, alb1, aeb1, a[3:2], b[3:2]);
comparator_2bit comp2(agb2, alb2, aeb2, a[1:0], b[3:2]);
assign agb = agb1 | aeb1&agb2;
assign alb = alb1 | aeb1&alb2;
assign aeb = aeb1 & aeb2;
endmodule
==> design/flow/run.sh <==
#!/bin/bash
# OpenROAD 26Q1-2900-gdf79404cd8, Yosys 0.63+post, stock flow scripts
make -C /OpenROAD-flow-scripts/flow DESIGN_CONFIG=/design/flow/config.mk WORK_HOME=/design/flow/orfs finish
==> design/flow/config.mk <==
export PLATFORM = sky130hd
export DESIGN_NAME = comparator_4bit
export DESIGN_NICKNAME = comparator_4bit
export VERILOG_FILES = /design/flow/design.v
export SDC_FILE = /design/flow/constraint.sdc
export NUM_CORES = 4
export LEC_CHECK = 1
export CORE_AREA = 10 10 70 70
export DIE_AREA = 0 0 80 80
==> design/flow/constraint.sdc <==
current_design comparator_4bit

set clk_period 1.6
set clk_io_pct 0.2

create_clock -name clk0 -period $clk_period

set non_clock_inputs [all_inputs -no_clocks]
set_input_delay [expr $clk_period * $clk_io_pct] -clock clk0 $non_clock_inputs
set_output_delay [expr $clk_period * $clk_io_pct] -clock clk0 [all_outputs]
==> flow_metrics.py <==
# Auto-generated metrics
metrics = {
    "outcome": {
        "status": "complete, no violations",
    },
    "die": {
        "coreArea_um2": 3420,
        "dieArea_um2": 6400,
        "num_io_pins": 11,
        "fp.dieH_um": 80,
        "initial_utilization": 0.0385,
        "row_count": 21,
        "dieWidth_um": 80,
    },
    "worst_setup_path": {
        "path_common_cell": "buf_2",
        "start_kind": "input port",
        "path_cells": "buf_2 > inv_4 > ha_4 > nor2b_4 > o32ai_4 > buf_2",
        "required_ps": 1280,
        "crit_arrival_ps": 1220,
        "cp_slowest_cell": "o32ai_4",
        "critPathMaxStageDelay_ps": 240,
        "critPathMaxFanout": 2,
        "crit_path_end_kind": "output port",
        "crit_type": "input port to output port",
    },
    "logic_synthesis": {
        "synth.avg_cell_area_um2": 7.73,
        "synth_area_leader_cell": "ha_1",
        "mux_share": 0,
        "top_cell_area_share": 0.381,
        "aoi_share": 0.248,
        "adder_share": 0.381,
        "ys_warn_count": 1,
        "synth.logic.top_family": "adder cells",
        "yosys.cell_types.count": 11,
        "synth.cell_area_um2": 131,
        "ys_area_um2": 131,
        "xor_share": 0,
        "top_cells_by_area": "ha_1 38%, o32ai_2 12%, nor2b_4 10%",
        "yosys_cells": 17,
        "ys_sh_simple": 0.286,
        "syn-instance-count": 17,
        "ys_seq_share": 0,
    },
    "place": {
        "globalplace.congestion": 0.716,
        "dpl_cell_area_um2": 294,
        "place_ws_ps": -787,
        "portBuffers": 9,
        "placed_cells": 74,
        "hpwlAfterDp_um": 443,
    },
    "pwr": {
        "switching_share": 0.434,
        "finalPower_mw": 0.110,
        "clkPwrFrac": 0,
        "combPwrFrac": 1.000,
        "seqPwrFrac": 0,
        "p_switching_mw": 0.0478,
        "p_int_mw": 0.0622,
        "p_per_area_nw_per_um2": 316,
        "ir_worst_vdd_mv": 0.0400,
        "p_leak_nw": 0.133,
    },
    "drt": {
        "route.antenna.diode_count": 0,
        "drc_errors": 0,
        "drtPass1Iterations": 1,
        "vias": 161,
        "post_drt_via_cell_ratio": 2.18,
        "wl_per_cell_um": 7.82,
        "ant_nets": 0,
        "drt-total-wl_um": 579,
        "drtIter0Drc": 0,
    },
    "final_timing": {
        "period_used_share": 0.961,
        "period_needed_ps": 1540,
        "worst_pin_slew_ps": 194,
        "drv_slew": 0,
        "setup_tns_ps": 0,
        "setup_violations": 0,
        "clock.fmax_ghz": 0.650,
        "hold_viol": 0,
        "layout_setup_ws_ps": 61.9,
        "rsz0062_at_grt": "false",
        "max-slew-margin-rel": 0.870,
        "hold_ws_ps": 1080,
    },
    "layout": {
        "design_area_um2": 348,
        "final_cells": 74,
        "drive_gt1_frac": 0.857,
        "clkbuf_count": 0,
        "area_growth_pct": 165,
        "register_area_um2": 0,
        "utilization": 0.102,
        "lay_top_cells": "6 x buf_2, 4 x ha_4, 2 x clkbuf_2, 2 x buf_4",
        "flops": 0,
        "mostFrequentLayoutCell": "buf_2",
    },
    "worst_hold_path": {
        "worstHoldPathType": "input port to output port",
    },
    "global_routing": {
        "grt_usage": 0.0178,
        "grt_pass1_vias": 185,
        "globalRouteOverflowTotal": 0,
        "grt_pass1_wl_um": 945,
        "grt_max_degree": 5,
        "antenna_found_initial": 0,
    },
    "run": {
        "drv_cap": 0,
        "log.warning_count": 34,
    },
    "clock_tree": {
        "post_cts_buffers": 0,
    },
}
==> worst max-delay path: cells and delay by family <==
kind / cells / cell delay (ps)
AND/OR/NAND/NOR: 1 / 130
adder cells (fa/ha/maj): 1 / 200
buffers and inverters: 3 / 320
AND-OR/OR-AND: 1 / 240
==> layout make-up <==
type	count	area [um^2]
fill	404	3070
timing repair buffer	11	63.8
inverter	3	13.8
tap	46	57.6
multi-input combinational	14	213
==> metal layers <==
| layer | up-vias | routed length [um] | global-route usage |
|---|---|---|---|
| met4 | 0 | 0 | 0 |
| met3 | 0 | 35 | 0.00568 |
| li1 | 82 | - | - |
| met2 | 3 | 284 | 0.0297 |
| met5 | - | 0 | 0 |
| met1 | 76 | 259 | 0.0231 |
==> kinds of logic after synthesis <==
| group | Yosys count |
|---|---|
| and+or+nand+nor | 6 |
| adders and majority gates | 4 |
| buffers and inverters | 3 |
| AOI/OAI and AO/OA | 4 |
==> timing repair <==
action | in CTS | in global routing
pin swaps | 8 | 4
gates resized | 39 | 6
hold buffers | 0 | 0
endpoints found under the setup margin | 3 | 3
==> path summary, 6_finish.rpt <==
| path | from | endpoint | cells past startpoint |
|---|---|---|---|
| setup / recovery | b[3] | alb | 6 |
| hold / removal | a[3] | alb | 4 |
==> power groups by stage <==
stage	logic, mW	clock network, mW	registers [mW]
CTS	0.104	0	0
global route	0.120	0	0
finish	0.110	0	0
==> synth_stat cells <==
library cell  count
ha_1              4
inv_1             3
nand2_1           2
a21oi_1           1
a31oi_1           1
nand2b_1          1
nor2_1            1
nor2b_1           1
nor2b_4           1
o21ai_1           1
o32ai_2           1
Power figures rest on the tool's default switching activity, not on a simulated workload.
