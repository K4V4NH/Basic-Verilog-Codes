[flow/config.mk]
export PLATFORM = sky130hd
export DESIGN_NAME = single_port_RAM
export DESIGN_NICKNAME = single_port_RAM
export VERILOG_FILES = /design/flow/design.v
export SDC_FILE = /design/flow/constraint.sdc
export NUM_CORES = 4
export LEC_CHECK = 1
export CORE_UTILIZATION = 30
[flow/run.sh]
#!/bin/bash
# OpenROAD 26Q1-2900-gdf79404cd8, Yosys 0.63+post, stock flow scripts
make -C /OpenROAD-flow-scripts/flow DESIGN_CONFIG=/design/flow/config.mk WORK_HOME=/design/flow/orfs finish
[flow/design.v]
module single_port_RAM (
    input [7:0] data,
    input [5:0] addr,
    input we,clk,
    output [7:0] q
    );
    reg [7:0] ram [63:0];
    reg [5:0] addr_reg;
    always@(posedge clk)
    begin
        if(we)
            ram[addr]<=data;
        else
            addr_reg <=addr;
    end
    assign q=ram[addr_reg];
endmodule
[flow/constraint.sdc]
current_design single_port_RAM

set clk_period 10.2
set clk_io_pct 0.2

create_clock -name clk0 -period $clk_period [get_ports {clk}]

set non_clock_inputs [all_inputs -no_clocks]
set_input_delay [expr $clk_period * $clk_io_pct] -clock clk0 $non_clock_inputs
set_output_delay [expr $clk_period * $clk_io_pct] -clock clk0 [all_outputs]
==> results_dict.tcl <==
# metrics dict for downstream scripts
set metrics [dict create \
    grt_pass1_vias 10500 \
    reg2reg_depth 1 \
    synthesis.instances 937 \
    gp_congestion 0.868 \
    min_period_ps 6420 \
    clk_pin_slew_ps 60 \
    vias 9498 \
    layout-area-overhead-vs-synth_pct 14.4 \
    cts_hold_buffers 0 \
    maxCapViolCount 0 \
    drive_gt1_share_pct 25.4 \
    worstMarginPinSlew_ps 1090 \
    tool_warnings 25 \
    dp_slack_ps 4230 \
    whs_ps 470 \
    port-buffer-count 23 \
    cts.sinks 524 \
    cp-endpoint "q[5]" \
    cp.required_ps 8160 \
    diodes 0 \
    crit_path_start_kind "flop" \
    grt_pass1_wl_um 68000 \
    synth.cell_area_mm2 0.0203 \
    peakVddDrop_v 0.000122 \
    status "finished clean" \
    cts_buffers 49 \
    p_per_area_mw_per_mm2 194 \
    ctsResizeCount 0 \
    fin_tns_setup_ps 0 \
    grt_max_degree 65 \
    ys.flops 524 \
    cts_max_level 2 \
    post_cts_buffers 0 \
    period_used_pct 63.0 \
    rsz0062_at_grt "false" \
    drt-wirelength-per-cell_um 24.0 \
    ys_async_sr_fraction_pct 0 \
    edf_count 518 \
    io-pin-count 24 \
    coreArea_mm2 0.0663 \
    cp-end-kind "primary output" \
    timing_worst_setup_path_type "flop to primary output" \
    setup_viol 0 \
    totalWireLength_um 45800 \
    worst_slack_ps 3780 \
    largest_reg_flops 512 \
    antenna_left 0 \
    yosys-stat-cells 937 \
    relSlewSlack_pct 27.3 \
    cpPeakStageDelay_ps 700 \
    final_core_util_pct 35.0 \
    hold_path_class "flop to flop" \
    die-width_um 262 \
    ys_chip_area_mm2 0.0203 \
    fp_util_pct 30.6 \
    crit_chain "buf_4 -> buf_4 -> mux4_2 -> nor2b_1 -> a211oi_1 -> nor3_1 -> a22o_1 -> clkdlybuf4s50_1" \
    slew_violations 0 \
    yosysWarnings 1 \
    ff_type "edfxtp_1" \
    finalHoldViolations 0 \
    lay_top_count "edfxtp_1" \
    ys_seq_share_pct 77.2 \
    grt_overflow 0 \
    die_area_mm2 0.0687 \
    avgSynthCellArea_um2 21.7 \
    die_h_um 262 \
    drt-initial-drc-count 753 \
    r2r_slack_ps 9450 \
    clockBufferDepth 3 \
    cts_tree "done" \
    hpwl_um 27700 \
    clk_latency_ps 560 \
    antenna_found_initial 5 \
    final.fill_count 6045 \
    finClkSkew_ps 5.31 \
    most-common-layout-cells "518 x edfxtp_1, 126 x mux4_2, 65 x nor2_1" \
    placementRows 94 \
    crit_path_top_delay_cell "buf_4" \
    max_freq_mhz 156 \
    ys_types 36 \
    leakage_nw 7.08 \
    drt_first_pass_iters 5 \
    avgViaCountPerCell 4.98 \
    rr_startpoint "addr_reg[0]" \
    grt.total_usage_pct 14.6 \
    drc_errors 0 \
    worst_ep_arrival_time_ps 4380 \
    root_buffer "clkbuf_16" \
    cp_max_fo 35 \
    cp_common_cell "buf_4" \
]
[synth_stat cells, types with 5 or more instances]
master	count	area, um2
mux4_2	126	2840
nor3_1	15	75.1
a211oi_1	7	52.6
o221ai_1	11	96.3
mux2i_1	18	180
nand2b_1	9	56.3
nand2_1	15	56.3
edfxtp_1	518	15600
mux2_2	8	90.1
buf_4	6	45.0
dfxtp_1	6	120
clkbuf_1	21	78.8
o21ai_0	13	65.1
buf_2	12	60.1
o22ai_1	16	100
nand3_1	7	35.0
buf_1	5	18.8
a21oi_1	7	35.0
nor2_1	65	244
nor2b_1	10	62.6
a221oi_1	6	52.6
buf_6	8	90.1
[critical path, delay by kind of cell, from the launching register on]
kind            cells  cell delay (ps)
flops               1              660
mux                 1              570
buf+inv             3             1750
simple gates        2              230
compound gates      2              530
[power by group]
part	total, W	switching (W)	leakage, nW	internal (W)
clock network	0.00179	0.000758	0.764	0.00104
logic	0.000310	0.000175	1.60	0.000135
registers	0.00241	0.0000225	4.72	0.00238
[cell type report]
type	count	area, um2	share of cell area [%]
tap	864	1080	4.65
timing repair buffer	72	558	2.40
sequential	524	15700	67.5
clock buffer	58	1300	5.61
inverter	1	3.75	0.0162
clock inverter	31	283	1.22
multi-input combinational	359	4310	18.6
[worst min path at each step]
| stage | start | to | slack [ps] | cells after the start |
|---|---|---|---|---|
| finish | addr_reg[2] | flop | 470 | 1 |
| global route | addr_reg[1] | flop | 490 | 1 |
| CTS | addr_reg[2] | flop | 470 | 1 |
[kinds of logic (layout without fill, tap and decap cells)]
group | count (synthesis) | in the layout | share of synthesized area (%)
AND-OR/OR-AND | 71 | 71 | 2.41
AND/OR/NAND/NOR | 132 | 132 | 2.99
flip-flops | 524 | 524 | 77.2
buffers and inverters | 54 | 162 | 1.54
multiplexers | 156 | 156 | 15.8
[through the flow]
| stage | std cells | instance area [um2] | power [W] |
|---|---|---|---|
| after detailed placement | 1820 | 21600 | 0.00277 |
| final | 1909 | 23200 | 0.00451 |
| after global placement | 1820 | 21600 | 0.00277 |
| after CTS | 1909 | 23200 | 0.00456 |
| after global routing | 1909 | 23200 | 0.00465 |
| after floorplan | 937 | 20300 | 0.00264 |
[layer usage]
layer  wire length (um)  share of wire (%)  global-route usage [%]  vias up
met3               6340                 14                    9.63       79
met2              21700                 48                    22.3      515
li1                   -                  -                       -     4084
met4               1080                2.4                    2.83       12
met1              16500                 36                    17.7     4808
met5                112               0.24                   0.486        -
No activity file was given, so power comes from the tool's default toggle rates.
