### /design/flow/run.sh
#!/bin/bash
# OpenROAD 26Q1-2900-gdf79404cd8, Yosys 0.63+post, stock flow scripts
make -C /OpenROAD-flow-scripts/flow DESIGN_CONFIG=/design/flow/config.mk WORK_HOME=/design/flow/orfs finish
### /design/flow/config.mk
export PLATFORM = sky130hd
export DESIGN_NAME = dual_port_ram
export DESIGN_NICKNAME = dual_port_ram
export VERILOG_FILES = /design/flow/design.v
export SDC_FILE = /design/flow/constraint.sdc
export NUM_CORES = 4
export LEC_CHECK = 1
export CORE_UTILIZATION = 40
### /design/flow/constraint.sdc
current_design dual_port_ram

set clk_period 9.9
set clk_io_pct 0.2

create_clock -name clk0 -period $clk_period [get_ports {clk}]

set non_clock_inputs [all_inputs -no_clocks]
set_input_delay [expr $clk_period * $clk_io_pct] -clock clk0 $non_clock_inputs
set_output_delay [expr $clk_period * $clk_io_pct] -clock clk0 [all_outputs]
### /design/flow/design.v
module dual_port_ram(
input [7:0] data_a,data_b,
input [5:0] addr_a,addr_b,
input we_a, we_b,
input clk,
output reg [7:0] q_a,q_b
);
    reg [7:0] ram[63:0];  
    always @ (posedge clk)
    begin
        if(we_a)
        begin
            ram[addr_a]<=data_a;  
        end
        else
        begin
            q_a<=ram[addr_a];  
        end
    end
    always @ (posedge clk)
    begin
        if(we_b)
        begin
            ram[addr_b]<=data_b;  
        end
        else
        begin
            q_b<=ram[addr_b];  
        end
    end
endmodule
==> impl_results.html <==
<h2>Implementation results</h2>
<table>
<tr><th>Metric</th><th>Value</th></tr>
<tr><th colspan="2">Outcome</th></tr>
<tr><td>Status</td><td>finished, final reports clean</td></tr>
<tr><th colspan="2">Clocking</th></tr>
<tr><td>TritonCTS clock tree</td><td>yes</td></tr>
<tr><td>Clock Pin Slew Worst Setup and Hold Paths</td><td>70 ps</td></tr>
<tr><td>CTS Root Buffer Type</td><td>sky130_fd_sc_hd__clkbuf_16</td></tr>
<tr><td>Post-CTS setup repair buffer count</td><td>0</td></tr>
<tr><td>Maximum level of the CTS H-tree</td><td>2</td></tr>
<tr><td>Post_cts resized</td><td>0</td></tr>
<tr><td>Post-cts hold-fix buffer tally</td><td>0</td></tr>
<tr><td>Clock latency of the later-clocked register in the worst-skew pair</td><td>660 ps</td></tr>
<tr><td>Clock sink count</td><td>528</td></tr>
<tr><td>Maximum clock path buffer count</td><td>3</td></tr>
<tr><td>TritonCTS buffer count</td><td>60</td></tr>
<tr><th colspan="2">Place</th></tr>
<tr><td>IO buf count</td><td>46</td></tr>
<tr><td>GPL Wtd Cong</td><td>1.114</td></tr>
<tr><td>DPL Wire Length</td><td>100,900 um</td></tr>
<tr><td>Worst setup timing slack at the placement stage</td><td>3666 ps</td></tr>
<tr><th colspan="2">STA</th></tr>
<tr><td>Slew @ Worst Pin</td><td>1294 ps</td></tr>
<tr><td>Final critical path time including I/O delays and setup</td><td>5913 ps</td></tr>
<tr><td>Post-route worst setup slack</td><td>3987 ps</td></tr>
<tr><td>Part of the cycle the worst path needs</td><td>59.73%</td></tr>
<tr><td>Worst clock skew on the final layout</td><td>32.76 ps</td></tr>
<tr><td>Final count of negative-setup-slack endpoints</td><td>0</td></tr>
<tr><td>Relative max-transition margin</td><td>11.50%</td></tr>
<tr><td>Total count of max-transition violations in the final report</td><td>0</td></tr>
<tr><td>Unrepaired setup endpoints after global routing</td><td>false</td></tr>
<tr><td>Count of endpoints failing hold in the final timing report</td><td>0</td></tr>
<tr><td>Maximum achievable frequency</td><td>0.1691 GHz</td></tr>
<tr><td>Final sum of negative setup slack</td><td>0 ps</td></tr>
<tr><th colspan="2">Critical path</th></tr>
<tr><td>Critical Path Fanout Max</td><td>31</td></tr>
<tr><td>Critical path launch point type</td><td>input pin</td></tr>
<tr><td>Arr. time, crit path</td><td>6240 ps</td></tr>
<tr><td>Setup Crit Path Kind</td><td>in -&gt; reg</td></tr>
<tr><td>Required time at the worst-slack endpoint</td><td>10,230 ps</td></tr>
<tr><td>Crit path capture type</td><td>register</td></tr>
<tr><th colspan="2">Logic synthesis</th></tr>
<tr><td>Chip Area, Yosys</td><td>0.03148 mm^2</td></tr>
<tr><td>Synth unique cells</td><td>66</td></tr>
<tr><td>AND/OR/NAND/NOR Cells, Area Fraction</td><td>5.259%</td></tr>
<tr><td>Post-synthesis cell area</td><td>0.03148 mm^2</td></tr>
<tr><td>Proportion of synthesized chip area in sequential cells</td><td>50.37%</td></tr>
<tr><td>XOR/XNOR Fraction of Synth Area</td><td>0%</td></tr>
<tr><td>Flip-flops with a built-in enable</td><td>528</td></tr>
<tr><td>FF+latch count, synth</td><td>528</td></tr>
<tr><td>Mapped Avg Cell Area</td><td>12.32 um^2</td></tr>
<tr><td>Post-Synth AOI/OAI Area</td><td>16.88%</td></tr>
<tr><td>Number of warnings reported in the yosys synthesis log</td><td>1</td></tr>
<tr><td>Synth logic family</td><td>multiplexers</td></tr>
<tr><td>Post-synthesis async set-or-reset flop share</td><td>0%</td></tr>
<tr><td>Most frequently used flop master after synthesis</td><td>sky130_fd_sc_hd__edfxtp_1</td></tr>
<tr><td>Area fraction in full adders, half adders and majority gates</td><td>0%</td></tr>
<tr><td>Share of synthesized area spent on multiplexers</td><td>22.93%</td></tr>
<tr><td>Ys cells</td><td>2,555</td></tr>
<tr><td>Post-Syn Instances</td><td>2,555</td></tr>
<tr><th colspan="2">Routing</th></tr>
<tr><td>Iteration count of the initial detailed-routing pass</td><td>10</td></tr>
<tr><td>Vias post-DR</td><td>25,918</td></tr>
<tr><td>Initial detailed-routing violation count</td><td>3,175</td></tr>
<tr><td>Number of nets with antenna violations after routing</td><td>0</td></tr>
<tr><td>Drc violations</td><td>0</td></tr>
<tr><td>Wirelength, routed</td><td>151,300 um</td></tr>
<tr><td>Vias per cell</td><td>7.183</td></tr>
<tr><td>Average wire per cell in the routed design</td><td>41.93 um</td></tr>
<tr><th colspan="2">Finish</th></tr>
<tr><td>Share of post-route cells with drive strength above 1</td><td>34.65%</td></tr>
<tr><td>Area added between synthesis and finish</td><td>11.07%</td></tr>
<tr><th colspan="2">Global routing</th></tr>
<tr><td>Global router's overall resource usage</td><td>40.50%</td></tr>
<tr><td>Vias in the first global route</td><td>25,568</td></tr>
<tr><td>Pin count of the biggest net entering global routing</td><td>62</td></tr>
<tr><td>Global-route wire length before repair</td><td>208,400 um</td></tr>
<tr><td>Overall overflow remaining after global route</td><td>0</td></tr>
<tr><td>Number of antenna violations at the first check in global routing</td><td>7</td></tr>
<tr><th colspan="2">Die</th></tr>
<tr><td>Core area</td><td>0.07759 mm^2</td></tr>
<tr><td>Top-level port count</td><td>47</td></tr>
<tr><td>DIE WIDTH</td><td>282.5 um</td></tr>
<tr><td>Area of the chip</td><td>0.07981 mm^2</td></tr>
<tr><td>Initial Utilization</td><td>40.56%</td></tr>
<tr><td>Row Count</td><td>102</td></tr>
<tr><td>Chip height</td><td>282.5 um</td></tr>
<tr><th colspan="2">Power and ir drop</th></tr>
<tr><td>Design internal power</td><td>3993 uW</td></tr>
<tr><td>Largest voltage drop on the vdd net</td><td>108.3 uV</td></tr>
<tr><td>Power dissipated by switching net loads</td><td>1506 uW</td></tr>
<tr><td>Leakage</td><td>0.01118 uW</td></tr>
<tr><td>Switching fraction of total power</td><td>27.38%</td></tr>
<tr><td>P per Cell Area</td><td>157.3 mW/mm^2</td></tr>
<tr><td>Share of power burned in combinational logic</td><td>13.7%</td></tr>
<tr><td>Part of the power in registers</td><td>46.1%</td></tr>
<tr><td>Part of the total power dissipated in the clock network</td><td>40.2%</td></tr>
<tr><th colspan="2">Flow run</th></tr>
<tr><td>Count of warning messages emitted by the tools</td><td>25</td></tr>
<tr><td>Count of max-cap constraint violations</td><td>0</td></tr>
<tr><th colspan="2">Min path</th></tr>
<tr><td>Class of the worst hold path</td><td>reg -&gt; reg</td></tr>
</table>
synthesized netlist by cell type, types with 13 or more instances:
library cell / instances / area (um^2)
sky130_fd_sc_hd__mux4_2: 14 / 315.3
sky130_fd_sc_hd__a22oi_1: 195 / 1464
sky130_fd_sc_hd__nor2_1: 80 / 300.3
sky130_fd_sc_hd__nand2_1: 103 / 386.6
sky130_fd_sc_hd__a221oi_1: 141 / 1235
sky130_fd_sc_hd__buf_4: 16 / 120.1
sky130_fd_sc_hd__mux2_2: 543 / 6115
sky130_fd_sc_hd__o22ai_1: 84 / 525.5
sky130_fd_sc_hd__o21ai_0: 104 / 520.5
sky130_fd_sc_hd__o221ai_1: 19 / 166.4
sky130_fd_sc_hd__buf_1: 35 / 131.4
sky130_fd_sc_hd__a22o_1: 42 / 367.9
sky130_fd_sc_hd__buf_2: 78 / 390.4
sky130_fd_sc_hd__a21oi_1: 71 / 355.3
sky130_fd_sc_hd__nor2_2: 27 / 168.9
sky130_fd_sc_hd__clkbuf_1: 169 / 634.4
sky130_fd_sc_hd__edfxtp_1: 528 / 15860
sky130_fd_sc_hd__nor3_1: 31 / 155.2
sky130_fd_sc_hd__or3_1: 13 / 81.33
sky130_fd_sc_hd__nand3_1: 14 / 70.07
sky130_fd_sc_hd__nor2b_1: 13 / 81.33
sky130_fd_sc_hd__mux2i_1: 73 / 730.7
power by group through the flow:
stage     sequential, uW  combinational (uW)  clock, uW
6_report            2540                 754       2210
4_1_cts             2530                 718       2230
5_1_grt             2540                 768       2310
critical path, stage by stage:
cell,delay [ps]
sky130_fd_sc_hd__buf_4,360
sky130_fd_sc_hd__buf_4,530
sky130_fd_sc_hd__inv_2,380
sky130_fd_sc_hd__buf_4,360
sky130_fd_sc_hd__nand2_1,750
sky130_fd_sc_hd__o21ai_0,240
sky130_fd_sc_hd__a2111oi_0,1110
sky130_fd_sc_hd__o32ai_1,170
sky130_fd_sc_hd__nand4b_1,320
registers in the layout (all words and copies together) (netlist names):
register and cells:
ram 512, q_a 8, q_b 8
logic make-up (layout without fill, tap and decap cells):
| logic type | Yosys count | in the layout |
|---|---|---|
| simple gates | 340 | 340 |
| other cells | 0 | 5 |
| mux | 635 | 635 |
| compound gates | 736 | 736 |
| buf+inv | 316 | 324 |
| flops | 528 | 528 |
path summary, 6_finish.rpt:
path | startpoint | endpoint | slack, ps | cells past startpoint
max | addr_b[1] | q_b[6] | 3990 | 9
min | ram[53][7] | q_a[7] | 830 | 4
max reg2reg | ram[30][5] | q_b[5] | 6950 | 6
min reg2reg | ram[53][7] | q_a[7] | 830 | 4
layer usage:
layer,vias up,track usage [%],wire length (um)
met5,-,1.709,276
met4,18,17.70,9776
met3,485,22.87,24180
met2,2269,56.13,63300
met1,12919,53.18,53750
li1,10227,-,-
layout by cell type (no fill, tap or decap), drive strengths merged, types with 32 or more instances in the layout:
cell    instances
clkbuf         75
a22oi         197
a221oi        142
mux2i          73
mux2          548
nand2         103
nor3           32
o22ai          84
a21oi          71
edfxtp        528
nor2          107
a22o           42
o21ai         109
buf           183
per-stage QoR:
stage                     total power, uW  cells  hold slack, ps  area (um^2)  utilization [%]
after floorplan                      2978   2555           668.4        31480                -
final                                5499   3608           827.9        34960            45.05
after global routing                 5611   3606           919.3        34950            45.05
after detailed placement             3294   3492           797.4        33040            42.58
after global placement               3288   3492           803.4        33040            42.58
after CTS                            5477   3603           809.3        34950            45.04
final cells by class:
cell class	instances	area (um^2)
antenna	5	12.51
clock buffer	75	1600
clock inverter	36	304.0
fill	7045	42630
inverter	6	22.52
multi-input combinational	1711	14290
sequential	528	15860
tap	1040	1301
timing repair buffer	207	1573
Power figures rest on the tool's default switching activity, not on a simulated workload.
